--- design/flow/run.sh ---
#!/bin/bash
# OpenROAD 26Q1-2900-gdf79404cd8, Yosys 0.63+post, stock flow scripts
make -C /OpenROAD-flow-scripts/flow DESIGN_CONFIG=/design/flow/config.mk WORK_HOME=/design/flow/orfs finish
--- design/flow/config.mk ---
export PLATFORM = sky130hd
export DESIGN_NAME = Channel
export DESIGN_NICKNAME = Channel
export VERILOG_FILES = /design/flow/design.v
export SDC_FILE = /design/flow/constraint.sdc
export NUM_CORES = 4
export LEC_CHECK = 1
export CORE_UTILIZATION = 40
--- design/flow/constraint.sdc ---
current_design Channel

set clk_period 27.8
set clk_io_pct 0.2

create_clock -name clk0 -period $clk_period [get_ports {clock}]
create_clock -name clk1 -period $clk_period [get_ports {mode}]

set non_clock_inputs [all_inputs -no_clocks]
set_input_delay [expr $clk_period * $clk_io_pct] -clock clk0 $non_clock_inputs
set_output_delay [expr $clk_period * $clk_io_pct] -clock clk0 [all_outputs]
--- design/flow/design.v ---
module Channel(input mode, input clear, input playEn, input clock, input[15:0] data, output[15:0] seqOut);
	parameter PLAYING = 0, RECORDING = 1;
	wire currentState;
	reg nextState;
	initial nextState = PLAYING;
	always @(posedge mode) begin
		case (currentState)
			PLAYING:
				nextState <= RECORDING;
			RECORDING:
				nextState <= PLAYING;
		endcase
	end
	assign currentState = nextState;
	parameter countLimit = 14'd11025;
	reg [13:0] counter;
	initial counter = countLimit;
	reg pulse;
	initial pulse = 0;
	reg[39:0] seq0, seq1, seq2, seq3, seq4, seq5, seq6, seq7, seq8, seq9, seq10, seq11, seq12, seq13, seq14, seq15;
	initial seq0 = 40'b0;
	initial seq1 = 40'b0;
	initial seq2 = 40'b0;
	initial seq3 = 40'b0;
	initial seq4 = 40'b0;
	initial seq5 = 40'b0;
	initial seq6 = 40'b0;
	initial seq7 = 40'b0;
	initial seq8 = 40'b0;
	initial seq9 = 40'b0;
	initial seq10 = 40'b0;
	initial seq11 = 40'b0;
	initial seq12 = 40'b0;
	initial seq13 = 40'b0;
	initial seq14 = 40'b0;
	initial seq15 = 40'b0;
	reg[15:0] seqOutHold;
	reg[15:0] dataHold;
	initial dataHold = 16'b0;
	always @(posedge clock) begin
		if (counter > 0) begin
			counter <= counter - 1'b1;
			pulse <= 0;
		end
		else begin
			counter <= countLimit;
			pulse <= 1;
		end
		case (currentState)
			PLAYING: begin
				if (playEn && pulse) begin
					seqOutHold <= {seq15[39], seq14[39], seq13[39], seq12[39], seq11[39], seq10[39], seq9[39], seq8[39], seq7[39], seq6[39], seq5[39], seq4[39], seq3[39], seq2[39], seq1[39], seq0[39]};
					seq0 <= {seq0[38:0], seq0[39]};
					seq1 <= {seq1[38:0], seq1[39]};
					seq2 <= {seq2[38:0], seq2[39]};
					seq3 <= {seq3[38:0], seq3[39]};
					seq4 <= {seq4[38:0], seq4[39]};
					seq5 <= {seq5[38:0], seq5[39]};
					seq6 <= {seq6[38:0], seq6[39]};
					seq7 <= {seq7[38:0], seq7[39]};
					seq8 <= {seq8[38:0], seq8[39]};
					seq9 <= {seq9[38:0], seq9[39]};
					seq10 <= {seq10[38:0], seq10[39]};
					seq11 <= {seq11[38:0], seq11[39]};
					seq12 <= {seq12[38:0], seq12[39]};
					seq13 <= {seq13[38:0], seq13[39]};
					seq14 <= {seq14[38:0], seq14[39]};
					seq15 <= {seq15[38:0], seq15[39]};
				end
				else begin
					seq0 <= seq0;
					seq1 <= seq1;
					seq2 <= seq2;
					seq3 <= seq3;
					seq4 <= seq4;
					seq5 <= seq5;
					seq6 <= seq6;
					seq7 <= seq7;
					seq8 <= seq8;
					seq9 <= seq9;
					seq10 <= seq10;
					seq11 <= seq11;
					seq12 <= seq12;
					seq13 <= seq13;
					seq14 <= seq14;
					seq15 <= seq15;
					seqOutHold <= 16'b0;
				end
			end
			RECORDING: begin
				dataHold <= dataHold | data;
				if (pulse) begin
					seq0 <= {seq0[38:0], dataHold[0]};
					seq1 <= {seq1[38:0], dataHold[1]};
					seq2 <= {seq2[38:0], dataHold[2]};
					seq3 <= {seq3[38:0], dataHold[3]};
					seq4 <= {seq4[38:0], dataHold[4]};
					seq5 <= {seq5[38:0], dataHold[5]};
					seq6 <= {seq6[38:0], dataHold[6]};
					seq7 <= {seq7[38:0], dataHold[7]};
					seq8 <= {seq8[38:0], dataHold[8]};
					seq9 <= {seq9[38:0], dataHold[9]};
					seq10 <= {seq10[38:0], dataHold[10]};
					seq11 <= {seq11[38:0], dataHold[11]};
					seq12 <= {seq12[38:0], dataHold[12]};
					seq13 <= {seq13[38:0], dataHold[13]};
					seq14 <= {seq14[38:0], dataHold[14]};
					seq15 <= {seq15[38:0], dataHold[15]};
					dataHold <= 16'b0;
				end
				else begin
					seq0 <= seq0;
					seq1 <= seq1;
					seq2 <= seq2;
					seq3 <= seq3;
					seq4 <= seq4;
					seq5 <= seq5;
					seq6 <= seq6;
					seq7 <= seq7;
					seq8 <= seq8;
					seq9 <= seq9;
					seq10 <= seq10;
					seq11 <= seq11;
					seq12 <= seq12;
					seq13 <= seq13;
					seq14 <= seq14;
					seq15 <= seq15;
					seqOutHold <= 16'b0;
				end
			end
		endcase
	end
	assign seqOut = seqOutHold;
endmodule
==> run notes <==
fresh numbers from the pnr run: CTS tree=done, mux share=less than 1%, RR Startpoint=pulse, area reported by Yosys stat=21300 µm², Setup WS pre-CTS=about 19 ns, flop2flop setup slack=about 24 ns, First-pass DRT Iterations=20, Yosys top cell by instances=edfxtp_1, synthesized flop and latch total=688, vias in the first global route=between 7000 and 8000, FA/HA/MAJ Cells, Area Fraction=less than 1%, Setup Crit Path Kind=in -> reg, antenna violations before repair=1, Non-Filler Instances=about 1700, TritonCTS Buffers=between 60 and 70, status=completed, Final Setup Violations=0, Top-area cell share=between 90% and 100%, Tot GR Track Use=10.8%, Mapped Cells=847, Setup crit end kind=register, top cells by area=edfxtp_1 (95%), dfxtp_1 (1.5%), nor2_1 (0.99%), Synth Seq Share=a little over nine tenths, HP Start=nextState, Reg2Reg Depth=6, Setup Buffers After CTS=0, placed cells=1567, Hold Violations, Final=0, global-route wire length before repair=41000 µm, Initial Util=between 40% and 50%, Pleak=slightly below 10 nW, setup_tns=0 ns, Top logic family=simple AND/OR/NAND/NOR gates, Worst Clk Skew=around 0.023 ns, Final ANT Viol Nets=0, Syn Area/Cell=around 25 µm², Hold-fix buffers, CTS=0, average wire per standard cell=between 10 and 15 µm, clock-pin slew on the worst setup and hold paths=0.06 ns, mapped cell area=between 20000 and 25000 µm², pwr dens=between 80 and 90 nW/µm², # resized after CTS=0, cells in synth_stat.txt=about 850, worst slew pin tran=roughly 0.92 ns, DR vias=7694, Clock Path Buffers=3, CTS Root Cell=clkbuf_16, Worst Hold Class=reg -> reg, I/O pins=36, min setup slack post-route=a little under 20 ns, crit path DAT=8.32 ns, tool warnings=34, hold path endpoint=dataHold[1], worst hold path stage count=1, final WL=about 25000 µm, worst IR drop on VDD=about 0.000068 V, Port Buffers=33, largest net degree at the start of global routing=roughly 170, die height=~230 µm, Simple Share, Synth=2.45%, GPL Wtd Cong=between 0.7 and 0.8, most instantiated cells after synthesis=edfxtp_1 (672), nor2_1 (56), nand2_1 (55), core box area=between 50000 and 60000 µm², XORs/XNORs by Area=less than 1%, Die Width=233 µm, Rows=roughly 84, Slew Limit Headroom=38.8%, FFs w/ async S/R, synth=0%, drt first-iter violations=~600, Final Max Slew Viols=0, # DRC=0, GR Overflow Total=0, RR Endpoint=seq8[25], hpwl dp=between 10000 and 15000 µm, AO/OA Area Share=0.529%, worst-path fanout max=156, # diodes=0, unrepaired setup endpoints after global routing=no, number of enable flip-flop cells=672, prevailing post-synth register cell=edfxtp_1, worst path required time=~28 ns, drt via density=4.55, Tot Pwr=about 2 mW, H-tree depth=3, max-cap violations=0, cell type with the largest total area=edfxtp_1, YS warnings=1, Area Overhead vs Synth=15.9%, die area=roughly 54000 µm², Unique cell types=28, Startpoint Class=input port, Final Util=46.9%, ratio of cells with drive above 1 in the final layout=between 10% and 20%
-- cell usage in the layout, fill, tap and decap left out, types with 4 or more instances in the layout --
cell type and n:
edfxtp_1 672, clkbuf_16 73, nor2_1 56, nand2_1 54
clkdlybuf4s50_1 33, clkbuf_1 20, dfxtp_1 16, clkinv_1 14
clkinv_2 10, o21ai_0 6, buf_4 6, o31ai_1 4
xnor2_1 4
-- worst max-delay path by stage --
stage           from        to  slack (ns)  cells past startpoint
CTS           playEn  seq6[25]       19.69                      6
global route  playEn  seq12[9]       19.53                      6
finish        playEn  seq8[25]       19.68                      6
-- state kept, by name, indices dropped and copies added, names as in the netlist --
signal      flops
seq0           40
seq10          40
seq11          40
seq12          40
seq13          40
seq14          40
seq15          40
seq1           40
seq2           40
seq3           40
seq4           40
seq5           40
seq6           40
seq7           40
seq8           40
seq9           40
dataHold       16
seqOutHold     16
counter        14
nextState       1
pulse           1
-- worst max-delay path, stage by stage --
cell and delay [ns]:
clkdlybuf4s50_1 0.45, nand2_1 0.06, buf_4 0.22, nand2_4 0.54, buf_12 0.67, buf_12 0.61
-- power by group --
part	leakage (nW)	internal [mW]	total (mW)	switching, mW
Combinational	0.531	0.00232	0.00302	0.000705
Clock	1.03	0.501	0.863	0.362
Sequential	8.28	1.12	1.12	0
-- per-layer routing --
metal	track usage, %	vias to the layer above	wire, µm	part of all wire (%)
met5	0	-	0	0
met4	3.37	0	851	3.4
met3	7.78	68	3410	14
met2	11.9	264	9410	37
met1	18.7	3833	11500	46
li1	-	3529	-	-
-- metrics by stage --
stage	hold slack [ns]	area [µm²]
after CTS	0.191	24600
after global routing	0.217	24600
after detailed placement	0.405	22500
after floorplan	0.395	21300
after global placement	0.400	22500
final	0.224	24600
-- cell families (layout without fill, tap and decap cells) --
kind of cell | after synthesis | in the layout
DFF | 688 | 688
muxes | 2 | 2
buffers and inverters | 13 | 170
adders and majority gates | 1 | 1
xor gates and xnor gates | 4 | 4
AOI/OAI and AO/OA | 15 | 15
and+or+nand+nor | 124 | 124
-- layout make-up --
type	count	area (µm²)
fill	4218	27900
sequential	688	20500
clock buffer	93	1900
tap	688	861
multi-input combinational	146	712
timing repair buffer	42	435
clock inverter	32	228
inverter	3	11.3
Power is estimated from default activity; no workload was simulated.
