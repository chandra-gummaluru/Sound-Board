**/design/flow/design.v**
```verilog
module Addresser(input clock, input[14:0] ad0, ad1, ad2, ad3, input en0, en1, en2, en3, output[14:0] adOut, output en);
	reg[14:0] adRegOut;
	always @ (posedge clock) begin
		if (en0)
			adRegOut = ad0;
		else if (en1)
			adRegOut = ad1;
		else if (en2)
			adRegOut = ad2;
		else if (en3)
			adRegOut = ad3;
		else
			adRegOut = ad0;
	end
	assign adOut = adRegOut;
	assign en = en0 | en1 | en2 | en3;
endmodule
```
**/design/flow/run.sh**
```bash
#!/bin/bash
# OpenROAD 26Q1-2900-gdf79404cd8, Yosys 0.63+post, stock flow scripts
make -C /OpenROAD-flow-scripts/flow DESIGN_CONFIG=/design/flow/config.mk WORK_HOME=/design/flow/orfs finish
```
**/design/flow/config.mk**
```make
export PLATFORM = sky130hd
export DESIGN_NAME = Addresser
export DESIGN_NICKNAME = Addresser
export VERILOG_FILES = /design/flow/design.v
export SDC_FILE = /design/flow/constraint.sdc
export NUM_CORES = 4
export LEC_CHECK = 1
export CORE_AREA = 10 10 89 89
export DIE_AREA = 0 0 99 99
```
**/design/flow/constraint.sdc**
```tcl
current_design Addresser

set clk_period 3.3
set clk_io_pct 0.2

create_clock -name clk0 -period $clk_period [get_ports {clock}]

set non_clock_inputs [all_inputs -no_clocks]
set_input_delay [expr $clk_period * $clk_io_pct] -clock clk0 $non_clock_inputs
set_output_delay [expr $clk_period * $clk_io_pct] -clock clk0 [all_outputs]
```
==> notes.md <==
flow finished, numbers: first-pass GRT wire length=6.05 mm, WP data arrival=2.02 ns, wire per inst=16.5 microns, xor+xnor area frac=0%, Syn Std Cell Area=848 sq um, CTS clk-pin slew, worst paths=0.07 ns, asr flop ratio synth=0%, cycle use final=81.2%, Pleak=0.661 nW, GRT Total Usage=7.68%, Setup Fix Bufs, Post-CTS=0, Pre-antenna DRT Iters=4, Simple-Gate Fraction of Synth Area=5.90%, Distinct cells, synth=21, crit path DRT=2.64 ns, Die Size=9800 sq um, cts repair resizes=0, vias in the first global route=1,071, Clock Tree Buf Depth=2, cts hold-fix bufs=0, grt met1 use=9.42%, Syn Inst Count=84, CTS buffer count=3, initial antenna violation count=0, CTS tree=built, Power Density=301 nW/um^2, and-or/or-and share of the synthesized area=25.8%, yosys adder share=0%, IO buf count=80, DP Worst Slack=0.612 ns, setup violators final=0, Post-DRT Antenna Nets=0, Core ar.=5990 sq um, Sink Count=15, GR Overflow Total=0, top_reg_cell synth=dfxtp_1, vias per std cell=4.12, DP HPWL=3.27 mm, DR iter-0 viols=45, Residual DRC=0, GRT busiest layer=met2, GR Util met3=2.68%, DR vias=988, Max H-tree Level=1, Largest cells by area=dfxtp_1, mux2_2, mux2i_1, a22oi_1, o21ai_0, Mux cell area share=27.6%, Max FO, Critical Path=6, most common logic cells in the final layout=clkdlybuf4s50_1, dfxtp_1, mux2_2, mux2i_1, CP Capture Type=output port, area reported by Yosys stat=848 sq um, cell type with the largest total area=dfxtp_1, Worst-Margin Slew=0.529 ns, Worst slew margin=64.7%, die height=99 microns, Setup TNS Final=0 ns, Final WS setup=0.622 ns, critical path class=in -> out, tool warnings=25, M2 GR Usage=12.9%, Placed Cells=236, max FFs per register=15, die width=99 microns, Initial Util=14.2%, final wirelength=3.96 mm, outcome=finished clean, layout cell share with drive strength beyond 1=13.3%, Startpoint Class=primary input, Pins Over Slew Limit=0, Min Hold Slack=1.00 ns, Top-area cell share=35.4%, Peak VDD IR=0.103 mV, P&R area growth vs syn=109%, GPL Wtd Cong=0.799, Post-synth seq share=35.4%, crit path time final=2.68 ns, final instance count without filler cells=240, pin count of the biggest net entering global routing=17, site row count=28, cells in synth_stat.txt=84, Synth Area per Inst=10.1 sq um, Ant. Diodes=0, Ports=81, Top logic family=multiplexers, RSZ-0062 raised after global routing=no, Hold Fails Final Rpt=0, class of the worst hold path=in -> reg, synth warn=1, Post-synth EDFFs=0, Fmax=373 MHz, clk root buf=clkbuf_8, Synth Register Bits=15, Max Cap Violations=0, most frequent logic cell in the layout=clkdlybuf4s50_1
[cells in the mapped netlist (2+ instances only)]
library cell / number
mux2_2: 11
o32a_1: 4
a22oi_1: 10
dfxtp_1: 15
nand2_1: 3
nand2b_1: 2
nor3_1: 2
o21ai_0: 10
clkbuf_2: 2
o221a_2: 4
mux2i_1: 11
[critical path: stages]
cell and delay, ns:
clkdlybuf4s50_1 0.49, nor3_1 0.32, nand2b_1 0.11, clkdlybuf4s50_1 0.43
[metal layers]
| metal | vias up | part of all wire, % | routed length [microns] |
|---|---|---|---|
| li1 | 491 | - | - |
| met1 | 449 | 41 | 1630 |
| met4 | 0 | 1.2 | 47 |
| met2 | 46 | 48 | 1910 |
| met5 | - | 0 | 0 |
| met3 | 2 | 9.2 | 362 |
[worst paths after layout]
kind    from          end  slack [ns]  cells past startpoint
max      en1           en        0.62                      4
min   ad1[9]  adRegOut[9]        1.00                      3
[where the power goes]
group	internal (mW)	total [mW]	switching, mW	leakage, nW
clock network	0.0855	0.152	0.0665	0.0228
logic	0.130	0.179	0.0485	0.512
registers	0.200	0.204	0.00426	0.126
[metrics by stage]
stage	area, sq um	utilization (%)	total power [mW]
after floorplan	848	-	0.259
after global placement	1730	28.9	0.389
after detailed placement	1730	28.9	0.390
after CTS	1780	29.7	0.548
after global routing	1780	29.7	0.573
final	1780	29.7	0.534
[final cells by class]
type,instances,area [sq um]
multi-input combinational,61,503
tap,75,93.8
timing repair buffer,84,831
sequential,15,300
clock buffer,4,45.0
fill,613,4210
inverter,1,3.75
[logic make-up (layout without fill, tap and decap cells)]
family	Yosys count	after routing
AND-OR/OR-AND	29	29
buffers and inverters	8	89
flip-flops	15	15
multiplexers	22	22
AND/OR/NAND/NOR	10	10
No activity file was given, so power comes from the tool's default toggle rates.
