$ cat /design/flow/run.sh
#!/bin/bash
# OpenROAD 26Q1-2900-gdf79404cd8, Yosys 0.63+post, stock flow scripts
make -C /OpenROAD-flow-scripts/flow DESIGN_CONFIG=/design/flow/config.mk WORK_HOME=/design/flow/orfs finish
$ cat /design/flow/config.mk
export PLATFORM = sky130hd
export DESIGN_NAME = WaveMaker
export DESIGN_NICKNAME = WaveMaker
export VERILOG_FILES = /design/flow/design.v
export SDC_FILE = /design/flow/constraint.sdc
export NUM_CORES = 4
export LEC_CHECK = 1
export CORE_AREA = 10 10 89 89
export DIE_AREA = 0 0 99 99
$ cat /design/flow/constraint.sdc
current_design WaveMaker

set clk_period 3.4
set clk_io_pct 0.2

create_clock -name clk0 -period $clk_period [get_ports {clock}]

set non_clock_inputs [all_inputs -no_clocks]
set_input_delay [expr $clk_period * $clk_io_pct] -clock clk0 $non_clock_inputs
set_output_delay [expr $clk_period * $clk_io_pct] -clock clk0 [all_outputs]
$ cat /design/flow/design.v
module WaveMaker(input enable, reset, clock, input[14:0] depth, output[14:0] address, output playing);
	parameter IDLE = 1'b0, PLAY = 1'b1;
	reg currentState, nextState;
	initial currentState = IDLE;
	reg [14:0] nextAddress;
	initial nextAddress = 15'b0;
	always @ (posedge clock) begin
			case (currentState)
				IDLE: begin
					nextAddress <= 15'b0;
					if (enable)
						nextState <= PLAY;
					else
						nextState <= IDLE;
				end
				PLAY: begin
					if (address >= depth || reset) begin
						nextAddress <= 15'b0;
						nextState <= IDLE;
					end
					else begin
						nextAddress <= nextAddress + 15'b000000000000001;
						nextState <= PLAY;
					end
				end
			endcase
	end
		assign playing = (currentState == PLAY);
		assign address = nextAddress;
	always @(nextState) begin
			currentState <= nextState;
	end
endmodule
==> flow_summary_export.csv <==
group,metric,value,unit
routing,drt_iter0_drc,59,
status,status,"finished, final reports clean",
synth,syn_area,1160,µm²
placed_design,pre_cts_slack,0.625,ns
routing,drcViolationCount,0,
timing,setup_viol,0,
setup_path,critPathMaxFanout,16,
setup_path,cp.required,3.51,ns
die,rows,28,
timing,final.period_utilization,73.6,%
grt,first_global_vias,967,
routing,totalWireLength,2.84,mm
setup_path,crit_chain,"clkdlybuf4s50_1 > inv_1 > ha_1 > nand4_1 > a211o_1 > a31oi_4 > nor3_1",
routing,vias,985,
grt,grt_pass1_wl,4.82,mm
cells_and_area,mostFrequentLayoutCell,"clkdlybuf4s50_1",
clock_network,cts_num_sinks,16,
synth,synth_top_cell_by_area,"dfxtp_1",
flow_run,warnings,25,
clock_network,ctsHoldBuffers,0,
routing,avgRoutedWirePerCell,12.1,µm
setup_path,critical_path.endpoint_type,"flop",
synth,top_cells_by_area,"dfxtp_1 (28%), ha_1 (17%), xnor2_1 (8.3%)",
synth,yosysUniqueCellTypes,29,
clock_network,clock_latency,0.24,ns
setup_path,rr_startpoint,"nextAddress[10]$_SDFF_PP0_",
grt,antenna_found_initial,0,
die,design.die.area,9800,µm²
power,vdd_drop_max,98.8,µV
routing,drtAntennaViolNets,0,
grt,grt_max_degree,17,
grt,grtUsageTotal,5.84,%
min_path,hp-start,"nextState$_DFF_P_",
min_path,worstHoldPathType,"flop to flop",
placed_design,hpwl,2.30,mm
clock_network,cts_tree,"built",
die,core,5990,µm²
synth,avgSynthCellArea,9.31,µm²
timing,whs,0.537,ns
timing,setup_tns,0,ns
clock_network,clk_pin_slew_worst_paths,0.06,ns
die,die_y,99,µm
timing,setup_slack,0.897,ns
setup_path,worst_setup_path_start_kind,"primary input",
cells_and_area,drive_gt1_share,13.2,%
clock_network,cts_resized,0,
routing,dr.pass1.iters,4,
setup_path,cpMaxStageDelayCell,"a31oi_4",
timing,fmax,399,MHz
clock_network,cts_buffers,3,
timing,final_hold_viol_count,0,
clock_network,cts_root_buf,"clkbuf_8",
timing,slew_viol_final,0,
timing,relSlewSlack,58.4,%
setup_path,crit_arrival,2.61,ns
clock_network,cts_max_level,1,
flow_run,cap_violations,0,
clock_network,cts.path.max_buffers,2,
die,fp-utilization,19.4,%
grt,grt-ovfl-total,0,
cells_and_area,fin_util,26.7,%
timing,grt_setup_unrepaired,"no",
cells_and_area,syn_to_final_growth,37.3,%
setup_path,crit_type,"primary input to flop",
synth,yosys_area,1160,µm²
routing,insertedDiodeCount,0,
synth,yosys_warnings,1,
synth,top_cell_area_share,27.5,%
clock_network,postCtsSetupBuffers,0,
timing,layout_min_cycle_time,2.50,ns
timing,clock_skew,0.00321,ns
power,power_density,248,nW/µm²
synth,ys.flops,16,
cells_and_area,final_cell_mix,"clkdlybuf4s50_1 (33), inv_1 (21), ha_1 (16), dfxtp_1 (16), xnor2_1 (11)",
setup_path,crit_path_max_incr_delay,0.54,ns
synth,yosys_cells,125,
die,die_width,99,µm
placed_design,place_congestion,0.776,
die,pin_count,34,
placed_design,port_buffers,33,
power,p_leak,0.601,nW
routing,viasPerCell,4.21,
synth,synthCells,125,
timing,worst_slew_pin_slew,0.624,ns
synth,yosysSeqAreaShare,27.5,%
setup_path,critPathLaunch,"depth[9]",
[power breakdown]
group	internal, mW	total [mW]	switching (mW)	leakage, nW
clock network	0.0784	0.139	0.0604	0.0216
registers	0.191	0.198	0.00636	0.129
logic	0.0361	0.0598	0.0237	0.450
[cells by family after synthesis]
group / after synthesis / share of synthesized area (%)
adder cells (fa/ha/maj): 16 / 17.2
flip-flops: 16 / 27.5
buffers and inverters: 23 / 9.46
XOR/XNOR: 12 / 9.03
AND-OR/OR-AND: 15 / 12.3
AND/OR/NAND/NOR: 43 / 24.5
[final timing paths]
kind / end / slack, ns / cells past startpoint
setup / recovery: nextAddress[4]$_SDFF_PP0_ / 0.90 / 7
hold / removal: nextState$_DFF_P_ / 0.54 / 1
setup reg to reg: nextAddress[4]$_SDFF_PP0_ / 1.39 / 5
hold reg to reg: nextState$_DFF_P_ / 0.54 / 1
[stage by stage]
step           instances  total power, mW  instance area [µm²]
5_1_grt              234            0.420                 1600
3_3_place_gp         231            0.263                 1560
4_1_cts              234            0.404                 1600
3_5_place_dp         231            0.263                 1560
6_report             234            0.396                 1600
2_1_floorplan        125            0.230                 1160
[synth_stat cells]
cell type,n
dfxtp_1,16
nor2_1,5
nand2_1,4
nor3b_1,1
nand4_1,4
a211o_1,2
a31oi_4,1
a211oi_2,1
nand3b_1,1
ha_1,16
nor4_2,1
nor4_1,3
o211ai_2,1
xor2_1,1
a21oi_1,3
buf_6,1
inv_1,21
nand4_2,2
buf_12,1
nor3_2,9
o21ai_0,2
xnor2_1,11
a211o_2,1
o211ai_1,1
o22ai_4,1
a31o_2,1
nor3_1,8
a211oi_1,1
nand3_1,5
[metal layers]
metal  track usage, %  part of all wire [%]
met1             7.43                    45
met2             9.77                    49
met3             1.41                   4.9
met4             1.21                   1.4
met5                0                     0
[sequential cells by signal, summed over array words and instances, names as in the netlist]
name,flops
nextAddress,15
nextState,1
[critical path: cells and delay by family]
kind                       cells  cell delay [ns]
AOI/OAI and AO/OA              2             0.84
adders and majority gates      1             0.29
buffers and inverters          2             0.50
and+or+nand+nor                2             0.29
[final cells by class]
cell class	count	area, µm²
tap	75	93.8
fill	610	4390
sequential	16	320
clock buffer	3	41.3
timing repair buffer	33	330
multi-input combinational	86	733
inverter	21	78.8
Power and IR drop assume default switching activity.
